==> flow/design.v <==
`timescale 1ns / 1ps
module register_8(
    input clk, reset,
    input[7:0] in,
    output reg[7:0] out
    );
    always @(posedge clk) begin
        if (reset) begin
            out <= 8'b0; end
        else begin
            out <= in; end
    end
endmodule
==> flow/run.sh <==
#!/bin/bash
# OpenROAD 26Q1-2900-gdf79404cd8, Yosys 0.63+post, stock flow scripts
make -C /OpenROAD-flow-scripts/flow DESIGN_CONFIG=/design/flow/config.mk WORK_HOME=/design/flow/orfs finish
==> flow/config.mk <==
export PLATFORM = sky130hd
export DESIGN_NAME = register_8
export DESIGN_NICKNAME = register_8
export VERILOG_FILES = /design/flow/design.v
export SDC_FILE = /design/flow/constraint.sdc
export NUM_CORES = 4
export LEC_CHECK = 1
export CORE_AREA = 10 10 70 70
export DIE_AREA = 0 0 80 80
==> flow/constraint.sdc <==
current_design register_8

set clk_period 1.0
set clk_io_pct 0.2

create_clock -name clk0 -period $clk_period [get_ports {clk}]

set non_clock_inputs [all_inputs -no_clocks]
set_input_delay [expr $clk_period * $clk_io_pct] -clock clk0 $non_clock_inputs
set_output_delay [expr $clk_period * $clk_io_pct] -clock clk0 [all_outputs]
==> flow_summary.json <==
{
  "synth-area-yosys_um2": 210,
  "numSynthFlops": 8,
  "synth_stat.cells": 16,
  "layout_top_cells": "clkdlybuf4s50_1, nor2b_1, clkdlybuf4s15_1",
  "wl_per_cell_um": 8.54,
  "path_class": "reg -> out",
  "cts_sinks": 8,
  "cp_max_fo": 1,
  "synth_cell_type_count": 2,
  "cts_tree": "done",
  "cpMaxStageDelayCell": "dfxtp_2",
  "synth_cells": 16,
  "cts_made_buffers": 3,
  "rsz0062_at_grt": "false",
  "clk_pin_slew_ns": 0.05,
  "seqPwrFrac_pct": 53.8,
  "areaGrowthSynthToFinish_pct": 121,
  "port_buffers": 17,
  "layout_min_cycle_time_ns": 0.972,
  "worstSetupPathDepth": 1,
  "finalSetupViolations": 0,
  "period_used_pct": 97.2,
  "die-width_um": 80,
  "gp_congestion": 0.699,
  "drt_iter0_drc": 0,
  "hold_viol": 0,
  "detail_route.wirelength_um": 700,
  "worstPathRequired_ns": 0.80,
  "grt_pass1_vias": 195,
  "synth_area_per_cell_um2": 13.1,
  "maxCapViolations": 0,
  "final_core_util_pct": 13.6,
  "cp-end-kind": "output pin",
  "row_count": 21,
  "postSynthSeqShare_pct": 76.2,
  "grt_pass1_wl_um": 993,
  "min_path_type": "in -> reg",
  "core_area_um2": 3420,
  "top_register": "out",
  "firstDrtPassIters": 1,
  "max_freq_mhz": 1030,
  "status": "complete, no violations",
  "ant_nets": 0,
  "ctsLongestPathBuffers": 2,
  "combPwrFrac_pct": 11.0,
  "p_int_mw": 0.531,
  "path_buffers": 1,
  "antenna_found_initial": 0,
  "switching_share_pct": 16.8,
  "io_pins": 18,
  "largest_register_ffs": 8,
  "reg_top3": "out x8",
  "diodes": 0,
  "warnings": 25,
  "critPathMaxStageDelay_ns": 0.31,
  "power.total_mw": 0.638,
  "maxSlewViolCount": 0,
  "tightest_slew_ns": 0.269,
  "hold_depth": 2,
  "grt_max_degree": 9,
  "core_util_floorplan_pct": 6.15,
  "grtUsageTotal_pct": 2.04,
  "route.detailed.drc": 0,
  "die_y_um": 80,
  "start_kind": "flop",
  "yosysWarnings": 1,
  "die_area_um2": 6400,
  "lay_top_count": "clkdlybuf4s50_1",
  "clockPowerShare_pct": 35.2,
  "post_cts_buffers": 0,
  "drive_gt1_share_pct": 22.2,
  "grt-ovfl-total": 0,
  "worstPathArrival_ns": 0.77,
  "critPathTopFamily": "flip-flops",
  "power-per-cell-area_nw_per_um2": 1370,
  "viasPerCell": 2.11,
  "syn_area_um2": 210,
  "vias": 173,
  "htree_num_levels": 1,
  "relSlewSlack_pct": 82.0,
  "net-switching-power_mw": 0.107,
  "static-leakage-power_nw": 0.175,
  "vdd_drop_max_uv": 236,
  "crit_chain": "dlygate4sd2_1",
  "root_buffer": "clkbuf_4"
}
timing repair:
action,CTS,global route
resized,11,8
endpoints found under the setup margin,8,6
cloned,0,0
pin swaps,0,0
hold buffers,0,0
per-layer routing:
metal	track usage, %	up-vias	part of all wire (%)
li1	-	89	-
met5	0	-	0
met3	0.455	2	2.1
met2	4.01	6	64
met4	1.06	0	2.7
met1	1.88	76	31
power groups by stage:
stage | clock [mW] | combinational [mW] | sequential (mW)
5_1_grt | 0.251 | 0.0759 | 0.345
4_1_cts | 0.235 | 0.0691 | 0.343
6_report | 0.225 | 0.0700 | 0.343
kinds of logic after synthesis:
| family | count (synthesis) | share of synthesized area (%) |
|---|---|---|
| flops | 8 | 76.2 |
| simple gates | 8 | 23.8 |
layout make-up:
| type | count | area, um2 |
|---|---|---|
| fillers | 393 | 2950 |
| repair buffers | 17 | 168 |
| flip-flops and latches | 8 | 166 |
| well taps | 46 | 57.6 |
| multi-input cells | 8 | 50.0 |
| clock buffers | 3 | 22.5 |
worst paths after layout:
check,startpoint,endpoint,slack (ns)
max,out[4]$_SDFF_PP0_,out[4],0.03
min,in[3],out[3]$_SDFF_PP0_,0.51
through the flow:
| stage | cells | cell area [um2] | hold slack, ns | setup WS (ns) | TNS (ns) |
|---|---|---|---|---|---|
| 2_1_floorplan | 16 | 210 | 0.272 | 0.538 | 0 |
| 3_3_place_gp | 79 | 438 | 0.766 | -0.00127 | -0.00233 |
| 3_5_place_dp | 79 | 438 | 0.767 | -0.0202 | -0.111 |
| 4_1_cts | 82 | 454 | 0.503 | 0.00758 | 0 |
| 5_1_grt | 82 | 464 | 0.499 | 0.00144 | 0 |
| 6_report | 82 | 464 | 0.506 | 0.0275 | 0 |
cell usage after synthesis, drive strengths merged:
master / count / area, um2
nor2b: 8 / 50.1
dfxtp: 8 / 160
No activity file was given, so power comes from the tool's default toggle rates.
